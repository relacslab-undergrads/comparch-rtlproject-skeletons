<file path="./run.sh">
#!/bin/bash
# OpenROAD 26Q1-2900-gdf79404cd8, Yosys 0.63+post, stock flow scripts
make -C /OpenROAD-flow-scripts/flow DESIGN_CONFIG=/design/flow/config.mk WORK_HOME=/design/flow/orfs finish
</file>
<file path="./config.mk">
export PLATFORM = sky130hd
export DESIGN_NAME = decoder
export DESIGN_NICKNAME = decoder
export VERILOG_FILES = /design/flow/design.v
export SDC_FILE = /design/flow/constraint.sdc
export NUM_CORES = 4
export LEC_CHECK = 1
export CORE_AREA = 10 10 70 70
export DIE_AREA = 0 0 80 80
</file>
<file path="./constraint.sdc">
current_design decoder

set clk_period 2.3
set clk_io_pct 0.2

create_clock -name clk0 -period $clk_period

set non_clock_inputs [all_inputs -no_clocks]
set_input_delay [expr $clk_period * $clk_io_pct] -clock clk0 $non_clock_inputs
set_output_delay [expr $clk_period * $clk_io_pct] -clock clk0 [all_outputs]
</file>
<file path="./design.v">
module decoder
(
    input [15:0]    inst_i,
    input [4:0]     psr_flags_i,
    output reg [4:0] TRI_SEL,
    output reg [5:0] ALU_SEL,
    output reg       WR,
    output reg       JMP,
    output reg       BR,
    output reg       IMM_EX_SEL,
    output reg       MUX_SEL0,
    output reg       MUX_SEL1,
    output reg       SHIFT_IMM,
    output reg       LUI,
    output reg       WE
);
parameter [5:0] ALU_SEL_ADD = 6'b100000;
parameter [5:0] ALU_SEL_SUB = 6'b010000;
parameter [5:0] ALU_SEL_CMP = 6'b001000;
parameter [5:0] ALU_SEL_AND = 6'b000100;
parameter [5:0] ALU_SEL_OR  = 6'b000010;
parameter [5:0] ALU_SEL_XOR = 6'b000001;
parameter ALU_OP   = 4'b0000;
parameter ADD_OPex = 4'b0101;
parameter SUB_OPex = 4'b1001;
parameter CMP_OPex = 4'b1011;
parameter AND_OPex = 4'b0001;
parameter OR_OPex  = 4'b0010;
parameter XOR_OPex = 4'b0011;
parameter MOV_OPex = 4'b1101;
parameter ADDI_OP  = 4'b0101;
parameter SUBI_OP  = 4'b1001;
parameter CMPI_OP  = 4'b1011;
parameter ANDI_OP  = 4'b0001;
parameter ORI_OP   = 4'b0010;
parameter XORI_OP  = 4'b0011;
parameter MOVI_OP  = 4'b1101;
parameter LUI_OP   = 4'b1111;
parameter Bcond_OP = 4'b1100;
parameter MEM_OP     = 4'b0100;
parameter LOAD_OPex  = 4'b0000;
parameter STOR_OPex  = 4'b0100;
parameter Jcond_OPex = 4'b1100;
parameter JAL_OPex   = 4'b1000;
parameter SHI_OP    = 4'b1000;
parameter SHII_OPex = 3'b000;
parameter TRI_SEL_MEM = 5'b10000;
parameter TRI_SEL_PC  = 5'b01000;
parameter TRI_SEL_REG = 5'b00100;
parameter TRI_SEL_ALU = 5'b00010;
parameter TRI_SEL_SHI = 5'b00001;
wire [3:0] opcode;
wire [3:0] Rdest;
wire [7:0] imm;
wire [3:0] opcode_ex;
wire [3:0] Rsrc;
assign opcode = inst_i[15:12];
assign Rdest = inst_i[11:8];
assign imm = inst_i[7:0];
assign opcode_ex = inst_i[7:4];
assign Rsrc = inst_i[3:0];
always @(*) begin
    WE = 1'b0;    
    if ((opcode == MEM_OP) && (opcode_ex == STOR_OPex))
        WE = 1'b1;
    LUI = 1'b0;    
    if (opcode == LUI_OP)
        LUI = 1'b1;
    SHIFT_IMM = 1'b0;    
    if ((opcode == SHI_OP) && (opcode_ex[3:1] == SHII_OPex))
        SHIFT_IMM = 1'b1;
    MUX_SEL0 = 1'b0;    
    MUX_SEL1 = 1'b0;    
    if ( (opcode == ADDI_OP) || (opcode == SUBI_OP) || (opcode == CMPI_OP) ||
         (opcode == ANDI_OP) || (opcode == ORI_OP) || (opcode == XORI_OP) ||
         (opcode == MOVI_OP) || (opcode == LUI_OP) )
    begin
        MUX_SEL0 = 1'b1;
        MUX_SEL1 = 1'b1;
    end
    IMM_EX_SEL = 1'b0;
    if ( (opcode == ADDI_OP) || (opcode == SUBI_OP) || (opcode == CMPI_OP) )
        IMM_EX_SEL = 1'b1;
    JMP = 1'b0;    
    BR = 1'b0;    
    WR = 1'b0;    
    if ( ((opcode == ALU_OP) && (opcode_ex == ADD_OPex)) ||
         ((opcode == ALU_OP) && (opcode_ex == SUB_OPex)) ||
         ((opcode == ALU_OP) && (opcode_ex == AND_OPex)) ||
         ((opcode == ALU_OP) && (opcode_ex == OR_OPex)) ||
         ((opcode == ALU_OP) && (opcode_ex == XOR_OPex)) ||
         ((opcode == ALU_OP) && (opcode_ex == MOV_OPex)) ||
         (opcode == ADDI_OP) || (opcode == SUBI_OP) || (opcode == ANDI_OP) ||
         (opcode == ORI_OP) || (opcode == XORI_OP) || (opcode == MOVI_OP) ||
         (opcode == SHI_OP) || (opcode == LUI_OP) ||
         ((opcode == MEM_OP) && (opcode_ex == LOAD_OPex)) ||
         ((opcode == MEM_OP) && (opcode_ex == JAL_OPex))  
     ) begin
        WR = 1'b1;
    end
    ALU_SEL = ALU_SEL_OR;    
    if ( ((opcode == ALU_OP) && (opcode_ex == ADD_OPex)) ||
         (opcode == ADDI_OP) )
        ALU_SEL = ALU_SEL_ADD;
    else if ( ((opcode == ALU_OP) && (opcode_ex == SUB_OPex)) ||
         (opcode == SUBI_OP) )
       ALU_SEL = ALU_SEL_SUB;
    else if ( ((opcode == ALU_OP) && (opcode_ex == CMP_OPex)) ||
         (opcode == CMPI_OP) )
       ALU_SEL = ALU_SEL_CMP;
    else if ( ((opcode == ALU_OP) && (opcode_ex == AND_OPex)) ||
         (opcode == ANDI_OP) )
       ALU_SEL = ALU_SEL_AND;
    else if ( ((opcode == ALU_OP) && (opcode_ex == XOR_OPex)) ||
         (opcode == XORI_OP) )
       ALU_SEL = ALU_SEL_XOR;
    TRI_SEL = TRI_SEL_REG;    
    if ((opcode == MEM_OP) && (opcode_ex == LOAD_OPex))
        TRI_SEL = TRI_SEL_MEM;
    else if ((opcode == MEM_OP) && (opcode_ex == JAL_OPex))
        TRI_SEL = TRI_SEL_PC;
    else if (((opcode == ALU_OP) && (opcode_ex != MOV_OPex)) ||
        (opcode == ADDI_OP) || (opcode == SUBI_OP) || 
        (opcode == CMPI_OP) || (opcode == ANDI_OP) || 
        (opcode == ORI_OP) || (opcode == XORI_OP))
        TRI_SEL = TRI_SEL_ALU;
    else if (((opcode == SHI_OP) && (opcode_ex == SHII_OPex)) ||
        (opcode == LUI_OP))
        TRI_SEL = TRI_SEL_SHI;
end
endmodule
</file>
==> deck_impl_summary.md <==
Implementation Results

Detailed routing
  • Vias: 633
  • Initial DRC Count: 30
  • Via-to-Cell Ratio: roughly 4.0
  • Post-route DRC: 0
  • DRT Wirelength: approximately 1900 um
  • TritonRoute pass-1 iters: 4
  • Antenna cells: 0
  • Routed Antenna Nets: 0
  • Routed len/inst: about 12 um

Placement
  • Buffers on Ports: 26
  • Final Wtd Congestion: ~0.89
  • DPL Wire Length: 1580 um

Critical path
  • Startpoint types: input port
  • WP buf/inv: 4
  • Slowest stage delay, CP: 490 ps
  • Slowest cell on the critical path: clkdlybuf4s50_1
  • CP endpoint kind: primary output
  • Worst EP arrival: 1820 ps
  • Crit-path max FO: 4
  • CP Cell Sequence: buf_2, nor3_4, buf_6, nand3_1, buf_4, o22ai_1, clkdlybuf4s50_1
  • CP top delay family: buffers and inverters
  • Crit path required time: 1840 ps
  • Critical Path Source: inst_i[12]
  • WS Path Type: input port to primary output

Global route
  • Largest net degree at the start of global routing: 11
  • GRT Overall Usage: 0.0571
  • Grt ovf: 0
  • Vias in the first global route: between 600 and 700
  • First-pass GRT wire length: 3060 um
  • Initial antenna violation count: 0

Timing
  • Fin. max-slew vios: 0
  • Worst hold slack: about 1500 ps
  • Tcrit/Tclk final: 0.989
  • F_max: ~440 MHz
  • Final worst path period need: 2280 ps
  • Final hold vios: 0
  • RSZ-0062 raised after global routing: yes
  • Final Setup Violations: 0

Clock tree
  • Cts hold-fix bufs: 0

Synthesis
  • Yosys cell types: 29
  • Yosys Warn Count: 1
  • Ys cells: between 60 and 70
  • Cell Area, Synth: 383 um2
  • Syn Area/Cell: 6.18 um2
  • Post-synthesis cell count: 62
  • Yosys stat area: 383 um2
  • Post-synth seq share: 0

Cells and area
  • Fill count: around 370
  • Area growth, synth to finish: 141%
  • Final Util: 0.270
  • CLK BUF: 0
  • Storage cell area: 0 um2
  • Flop count: 0
  • Layout cells sized above 1: 0.464

Run
  • OpenROAD warning count: 46
  • Max_cap viols: 0

Die
  • # IOs: 41
  • Die width: around 80 um
  • Die height: 80 um
  • Core area: 3420 um2
  • # rows: 21
  • Total die size: 6400 um2
  • Initial core utilization: 0.112

Power and ir drop
  • Net Switching: 0.0000543 W
  • Logic gate share of total power: 1.000
  • VDD IR max: around 0.062 mV
  • Sw Share: 0.420
  • Clock share of power: 0
  • PwrDens: 140 nW/um2
  • Leak: roughly 0.43 nW
  • Pint: 0.0000750 W
  • Total power: 0.000129 W
  • Flop pwr share: 0

Worst hold path
  • Worst hold-check path type: input port to primary output
  • Hold wc startpoint: inst_i[6]

Status
  • Run status: finished, final reports clean
-- kinds of logic after synthesis --
family / count (synthesis) / synth area share
buffers and inverters: 8 / 0.127
AOI/OAI and AO/OA: 18 / 0.353
other: 1 / 0.00979
and+or+nand+nor: 35 / 0.510
-- through the flow --
| stage | instances | TNS [ps] | worst slack [ps] | instance area (um2) |
|---|---|---|---|---|
| finish | 158 | 0 | 24.7 | 921 |
| global route | 158 | -35.1 | -35.0 | 921 |
| CTS | 158 | 0 | 4.99 | 897 |
| detailed placement | 157 | -6620 | -544 | 877 |
| global placement | 157 | -6630 | -550 | 877 |
| floorplan | 63 | 0 | 402 | 387 |
-- cells in the mapped netlist, drive strengths merged --
cell | instances | area (um2)
nor2 | 9 | 36.3
buf | 6 | 40.0
nand2 | 5 | 18.8
nand2b | 5 | 31.3
nand3 | 5 | 25.0
o21ai | 5 | 25.0
o22ai | 4 | 25.0
a21oi | 3 | 15.0
nor3 | 3 | 26.3
a2111oi | 1 | 27.5
a21boi | 1 | 7.51
a21o | 1 | 7.51
a22oi | 1 | 12.5
a31oi | 1 | 6.26
and2 | 1 | 6.26
and3b | 1 | 8.76
clkbuf | 1 | 5.00
conb | 1 | 3.75
inv | 1 | 3.75
nand4 | 1 | 6.26
nor4 | 1 | 6.26
o32ai | 1 | 8.76
or2 | 1 | 6.26
or2b | 1 | 7.51
or3b | 1 | 8.76
or4 | 1 | 7.51
-- metal layers --
metal | up-vias | routed length, um | track usage
met3 | 2 | 140 | 0.0125
met2 | 25 | 807 | 0.0875
met5 | - | 0 | 0
met4 | 0 | 20 | 0
met1 | 279 | 946 | 0.0839
li1 | 327 | - | -
-- layout make-up --
cell class / instances / area (um2) / share of cell area
multi-input combinational: 55 / 389 / 0.423
timing repair buffer: 56 / 470 / 0.511
tap: 46 / 57.6 / 0.0625
inverter: 1 / 3.75 / 0.00408
-- final timing paths --
path,depth (start not counted),end
worst max-delay path,7,ALU_SEL[4]
worst min-delay path,4,TRI_SEL[4]
-- what timing repair did --
| action | in CTS | in global routing |
|---|---|---|
| cloned | 0 | 0 |
| pin swaps | 5 | 7 |
| hold endpoints to repair | 0 | 0 |
| setup buffers | 1 | 1 |
| resized | 50 | 11 |
| endpoints found under the setup margin | 18 | 9 |
-- placed cells by master, fill, tap and decap left out, drive strengths merged --
master and count:
nand4 1, o32ai 1, inv 1, or2 1, a2111oi 1, o21ai 5
dlymetal6s2s 2, nor3 3, a21o 1, clkdlybuf4s50 10, or2b 1, and2 1
a31oi 1, o22ai 4, clkbuf 1, conb 2, a22oi 1, nand3 5
nand2 5, a21boi 1, a21oi 3, nor2 9, dlygate4sd2 6, nand2b 5
nor4 1, buf 37, and3b 1, or4 1, or3b 1
-- power groups by stage --
stage | sequential, W | clock, W | combinational (W)
finish | 0 | 0 | 0.000129
global route | 0 | 0 | 0.000140
CTS | 0 | 0 | 0.000125
Power and IR drop assume default switching activity.
