==> /design/flow/design.v <==
module alu
(
	input [15:0] A_i,
	input [15:0] B_i,
	input [5:0]  alu_sel_i,
	output     [4:0]    flags_o,  
	output reg [15:0]   alu_o
);
parameter [5:0] ALU_SEL_ADD = 6'b100000;
parameter [5:0] ALU_SEL_SUB = 6'b010000;
parameter [5:0] ALU_SEL_CMP = 6'b001000;
parameter [5:0] ALU_SEL_AND = 6'b000100;
parameter [5:0] ALU_SEL_OR  = 6'b000010;
parameter [5:0] ALU_SEL_XOR = 6'b000001;
reg CARRYIN_w;
wire CARRYOUT_nw;
wire [1:0] alu_ovf_w;
wire [15:0] cla_sum_w;
cla16
	cla16_0(
		.A_i(A_i),
		.B_i(B_i),
		.CARRYIN_i(CARRYIN_w),
		.CARRYOUT_no(CARRYOUT_nw),
		.flag_overflow_o(alu_ovf_w),
		.sum_o(cla_sum_w)
	);
always @(*) begin
	CARRYIN_w = 1'b0;
	alu_o = cla_sum_w;
	case (alu_sel_i)
	ALU_SEL_SUB:
		CARRYIN_w = 1'b1;
	ALU_SEL_CMP:
		CARRYIN_w = 1'b1;
	ALU_SEL_AND:
		alu_o = A_i & B_i;
	ALU_SEL_OR:
		alu_o = A_i | B_i;
	ALU_SEL_XOR:
		alu_o = A_i ^ B_i;
	default:
		;
	endcase
end
endmodule
module cla16
(
    input [15:0]    A_i,
    input [15:0]    B_i,
    input           CARRYIN_i,
    output          CARRYOUT_no,
    output [1:0]    flag_overflow_o, 
    output [15:0]   sum_o
);
wire [15:0]     A_used_w;
wire [15:0]     prop_w;
wire [15:0]     gen_w;
wire [15:0]     carry_w;
wire [3:0]      gprop_w;   
wire [3:0]      ggen_w;    
wire [3:0]      gcarry_w;  
assign A_used_w = (CARRYIN_i == 1'b0) ? A_i : ~A_i;
assign prop_w = A_used_w ^ B_i;
assign gen_w = A_used_w & B_i;
cla4
    cla4_0(
        .a_i(prop_w[3:0]),
        .b_i(gen_w[3:0]),
        .carry_i(CARRYIN_i),
        .prop_o(gprop_w[0]),
        .gen_o(ggen_w[0]),
        .carry_o(carry_w[3:0])
    );
cla4
    cla4_1(
        .a_i(prop_w[7:4]),
        .b_i(gen_w[7:4]),
        .carry_i(gcarry_w[0]),
        .prop_o(gprop_w[1]),
        .gen_o(ggen_w[1]),
        .carry_o(carry_w[7:4])
    );
cla4
    cla4_2(
        .a_i(prop_w[11:8]),
        .b_i(gen_w[11:8]),
        .carry_i(gcarry_w[1]),
        .prop_o(gprop_w[2]),
        .gen_o(ggen_w[2]),
        .carry_o(carry_w[11:8])
    );
cla4
    cla4_3(
        .a_i(prop_w[15:12]),
        .b_i(gen_w[15:12]),
        .carry_i(gcarry_w[2]),
        .prop_o(gprop_w[3]),
        .gen_o(ggen_w[3]),
        .carry_o(carry_w[15:12])
    );
lcu4
    lcu4_0(
        .gprop_i(gprop_w),
        .ggen_i(ggen_w),
        .gcarry_i(CARRYIN_i),
        .gcarry_o(gcarry_w)
    );
assign sum_o[0] = CARRYIN_i ^ prop_w[0];
assign sum_o[15:1] = carry_w[14:0] ^ prop_w[15:1];
assign CARRYOUT_no = !gcarry_w[3];
endmodule
module cla4
(
    input [3:0] a_i,
    input [3:0] b_i,
    input       carry_i,
    output       prop_o,     
    output       gen_o,      
    output [3:0] carry_o     
);
assign prop_o = a_i[0] & a_i[1] & a_i[2] & a_i[3];
assign gen_o = b_i[3] | (a_i[3] & b_i[2]) |
         (a_i[2] & a_i[3] & b_i[1]) |
         (a_i[1] & a_i[2] & a_i[3] & b_i[0]);
assign carry_o[0] = b_i[0] | (a_i[0] & carry_i);
assign carry_o[1] = b_i[1] | (a_i[1] & b_i[0]) |
            (a_i[0] & a_i[1] & carry_i);
assign carry_o[2] = b_i[2] | (a_i[2] & b_i[1]) |
            (a_i[1] & a_i[2] & b_i[0]) |
            (a_i[0] & a_i[1] & a_i[2] & carry_i);
assign carry_o[3] = b_i[3] | (a_i[3] & b_i[2]) |
            (a_i[2] & a_i[3] & b_i[1]) |
            (a_i[1] & a_i[2] & a_i[3] & b_i[0]) |
            (a_i[0] & a_i[1] & a_i[2] & a_i[3] & carry_i);
endmodule
module lcu4  
(
    input [3:0] gprop_i,
    input [3:0] ggen_i,
    input       gcarry_i,
    output [3:0] gcarry_o
);
assign gcarry_o[0] = ggen_i[0] | (gprop_i[0] & gcarry_i);
assign gcarry_o[1] = ggen_i[1] | (gprop_i[1] & ggen_i[0]) |
            (gprop_i[0] & gprop_i[1] & gcarry_i);
assign gcarry_o[2] = ggen_i[2] | (gprop_i[2] & ggen_i[1]) |
            (gprop_i[1] & gprop_i[2] & ggen_i[0]) |
            (gprop_i[0] & gprop_i[1] & gprop_i[2] & gcarry_i);
assign gcarry_o[3] = ggen_i[3] | (gprop_i[3] & ggen_i[2]) |
            (gprop_i[2] & gprop_i[3] & ggen_i[1]) |
            (gprop_i[1] & gprop_i[2] & gprop_i[3] & ggen_i[0]) | 
            (gprop_i[0] & gprop_i[1] & gprop_i[2] & gprop_i[3] & gcarry_i);
endmodule
==> /design/flow/run.sh <==
#!/bin/bash
# OpenROAD 26Q1-2900-gdf79404cd8, Yosys 0.63+post, stock flow scripts
make -C /OpenROAD-flow-scripts/flow DESIGN_CONFIG=/design/flow/config.mk WORK_HOME=/design/flow/orfs finish
==> /design/flow/config.mk <==
export PLATFORM = sky130hd
export DESIGN_NAME = alu
export DESIGN_NICKNAME = alu
export VERILOG_FILES = /design/flow/design.v
export SDC_FILE = /design/flow/constraint.sdc
export NUM_CORES = 4
export LEC_CHECK = 1
export CORE_AREA = 10 10 92 92
export DIE_AREA = 0 0 102 102
==> /design/flow/constraint.sdc <==
current_design alu

set clk_period 9.9
set clk_io_pct 0.2

create_clock -name clk0 -period $clk_period

set non_clock_inputs [all_inputs -no_clocks]
set_input_delay [expr $clk_period * $clk_io_pct] -clock clk0 $non_clock_inputs
set_output_delay [expr $clk_period * $clk_io_pct] -clock clk0 [all_outputs]
==> results.txt <==
flow finished, numbers: Initial Util=26.95%, sequential cell area fraction in the yosys report=0%, Port Buffer Count=54, RePlAce Congestion=0.8232, met3 WL=264 um, Peak VDD IR=0.00002346 V, fin crit share=76.44%, yosys stat area=1740 um2, DR vias=1568, clkbuf count=0, vias in the first global route=1591, area share, top type=33.79%, CP Cell Sequence=clkdlybuf4s50_1 -> nor4_4 -> and2_2 -> xnor2_1 -> ha_1 -> and4_1 -> a31oi_1 -> and2_2 -> fa_1 -> xor2_1 -> o221ai_1 -> clkdlybuf4s50_1, Setup Fix Bufs, Post-CTS=0, max-slew violation count=0, Finished Layout Cells=339, actual slew at the worst max-slew pin=0.8083 ns, TritonRoute pass-1 iters=4, Tool Warnings=48, Slew Limit Headroom=45.96%, CP startpoint kind=primary input, Critical Path AT=5.59 ns, crit path time final=7.567 ns, Placed Area=2310 um2, initial DRC count=53, CTS hold repair buffers=0, HP Class=primary input to output port, Die Footprint=10400 um2, CP bufs+invs=2, share of layout cells above drive strength 1=5.725%, initial antenna violation count=0, Worst Setup End Kind=output port, Die Ht=102 um, CP max stage delay=0.53 ns, Via density=4.625, Overall Global Routing Usage=8.303%, Netlist cell types=39, Seq cells=0, Area Growth Syn to Fin=32.71%, die width=102 um, CP max FO=16, Top Layer Used=met3, dpl ws=2.317 ns, max-cap violations=0, delay-heaviest family, CP=simple AND/OR/NAND/NOR gates, Worst Hold Launch=B_i[10], kind of critical path=primary input to output port, Final ANT Viol Nets=0, Post-Place Cells=339, Yosys Warn Count=6, Reg area=0 um2, synthesized instance count=218, row count=29, Comb area=1526 um2, most instantiated library cell after synthesis=ha_1, max frequency=0.1321 GHz, core box area=6459 um2, gr ovfl total=0, # Cells Yosys=218, final hold vios=0, Diodes inserted=0, leakage=1.054 nW, met1 wire length=2.283 mm, Top area cell types=ha_1 34%, xnor2_1 13%, inv_1 8.4%, Final HPWL DP=3.646 mm, outcome=finished, final reports clean, Total Wirelength=4.365 mm, Avg WL per Cell=12.88 um, Worst Setup Slack, final=2.333 ns, fillcell total=672, DR DRC count=0, Gates resized, CTS repair=0, CP Launch Point=alu_sel_i[2], RSZ-0062 raised after global routing=false, Mean Syn Cell Area=7.984 um2, Synth area leader=ha_1, final setup TNS=0 ns, IO Pins=59, final tally of setup violations=0, Routed met2 length=1.818 mm, Post-synth top cells=47 x ha_1, 39 x inv_1, 26 x xnor2_1, worst path required time=7.92 ns, largest net degree at the start of global routing=19, mapped cell area=1740 um2, slowest cell on the critical path=clkdlybuf4s50_1, cell area after layout=2310 um2, Power Density=54.41 nW/um2, first-pass GRT wire length=7.307 mm
==> path summary, 6_finish.rpt <==
check	endpoint	depth (start not counted)	slack [ns]
max	alu_o[5]	12	2.33
min	alu_o[10]	5	5.15
==> placed cells by master, fill, tap and decap left out <==
| cell | n |
|---|---|
| a211o_1 | 1 |
| a211oi_2 | 1 |
| a21o_1 | 2 |
| a21oi_1 | 7 |
| a221o_1 | 1 |
| a221oi_1 | 3 |
| a22oi_1 | 12 |
| a31oi_1 | 1 |
| and2_2 | 2 |
| and3_1 | 1 |
| and4_1 | 2 |
| and4bb_2 | 1 |
| clkdlybuf4s50_1 | 54 |
| conb_1 | 5 |
| fa_1 | 1 |
| ha_1 | 47 |
| inv_1 | 39 |
| mux2i_1 | 1 |
| nand2_1 | 7 |
| nand3_1 | 2 |
| nor2_1 | 7 |
| nor2b_1 | 1 |
| nor3_1 | 1 |
| nor4_4 | 1 |
| o211ai_1 | 1 |
| o21a_1 | 1 |
| o21ai_0 | 3 |
| o21ai_1 | 3 |
| o21ai_2 | 3 |
| o21bai_1 | 3 |
| o21bai_2 | 2 |
| o221ai_1 | 9 |
| o221ai_2 | 4 |
| or2_2 | 1 |
| or3_1 | 1 |
| xnor2_1 | 26 |
| xor2_1 | 5 |
==> metal layers <==
metal | track usage (%) | vias to the layer above
met5 | 0 | -
li1 | - | 844
met1 | 11.85 | 685
met2 | 13.53 | 39
met3 | 1.500 | 0
met4 | 0 | 0
==> final cells by class <==
class / count / share of cell area (%)
Timing Repair Buffer: 54 / 23.40
Multi-Input combinational cell: 169 / 66.09
Tap cell: 77 / 4.171
Inverter: 39 / 6.338
==> kinds of logic (layout without fill, tap and decap cells) <==
kind of cell	after synthesis	in the layout	synth area share (%)
AND-OR/OR-AND	57	57	26.38
XOR/XNOR	31	31	15.60
buffers and inverters	53	93	13.16
AND/OR/NAND/NOR	27	27	9.131
other	1	5	0.2155
multiplexers	1	1	0.5751
adder cells (fa/ha/maj)	48	48	34.94
==> power by group <==
part           switching [mW]  internal [mW]  total, mW
Combinational          0.0492         0.0765      0.126
Clock                       0              0          0
Sequential                  0              0          0
==> metrics by stage <==
| stage | util (%) | hold slack, ns | total power, mW |
|---|---|---|---|
| 2_1_floorplan | - | 4.172 | 0.06607 |
| 5_1_grt | 35.76 | 5.197 | 0.1424 |
| 3_3_place_gp | 35.76 | 5.167 | 0.1271 |
| 4_1_cts | 35.76 | 5.176 | 0.1291 |
| 6_report | 35.76 | 5.147 | 0.1257 |
| 3_5_place_dp | 35.76 | 5.164 | 0.1278 |
Power is estimated from default activity; no workload was simulated.
